[flow/run.sh]
#!/bin/bash
# OpenROAD 26Q1-2900-gdf79404cd8, Yosys 0.63+post, stock flow scripts
make -C /OpenROAD-flow-scripts/flow DESIGN_CONFIG=/design/flow/config.mk WORK_HOME=/design/flow/orfs finish
[flow/config.mk]
export PLATFORM = sky130hd
export DESIGN_NAME = Spi_axi_lite_core
export DESIGN_NICKNAME = Spi_axi_lite_core
export VERILOG_FILES = /design/flow/design.v
export SDC_FILE = /design/flow/constraint.sdc
export NUM_CORES = 4
export LEC_CHECK = 1
export CORE_UTILIZATION = 40
[flow/constraint.sdc]
current_design Spi_axi_lite_core

set clk_period 5.0
set clk_io_pct 0.2

create_clock -name clk0 -period $clk_period [get_ports {clk}]

set non_clock_inputs [all_inputs -no_clocks]
set_input_delay [expr $clk_period * $clk_io_pct] -clock clk0 $non_clock_inputs
set_output_delay [expr $clk_period * $clk_io_pct] -clock clk0 [all_outputs]
[flow/design.v]
`timescale 1ns / 1ps
module Spi #(
    parameter DATA_WITH = 8
)(
    input                       clk,
    input                       resetn,
    input   [DATA_WITH-1:0]     din,
    input   [15:0]              dvsr,  
    input                       start,
    input                       cpol,
    input                       cpha,
    output  [DATA_WITH-1:0]     dout,
    output                      spi_done_tick,
    output                      ready,
    output                      sclk,
    input                       miso,
    output                      mosi    
    );
    localparam  idle        = 'b00,
                cpha_delay  = 'b01,
                p0          = 'b10,
                p1          = 'b11;
    reg [1:0] state_reg, state_next;
    wire p_clk;
    reg [15:0] c_reg, c_next;
    reg spi_clk_reg; 
    wire spi_clk_next;
    reg ready_i; 
    reg spi_done_tick_i;
    reg [2:0]n_reg, n_next;
    reg [DATA_WITH-1:0]si_reg, si_next;
    reg [DATA_WITH-1:0]so_reg, so_next;
    always @(posedge clk, negedge resetn) begin
        if (~resetn) begin
            state_reg       <= idle;
            c_reg           <= 0;
            spi_clk_reg     <= 0;
            n_reg           <= 0;
            si_reg          <= 0;
            so_reg          <= 0;
        end
        else begin
            state_reg       <= state_next;
            c_reg           <= c_next;
            spi_clk_reg     <= spi_clk_next;
            n_reg           <= n_next;
            si_reg          <= si_next;
            so_reg          <= so_next;
        end
    end
    always @(*) begin
        state_next       = state_reg;
        c_next           = c_reg;
        ready_i          = 0;
        spi_done_tick_i  = 0;
        n_next           = n_reg;
        si_next          = si_reg;
        so_next          = so_reg;
        case (state_reg)
            idle: begin
                ready_i = 1;
                if (start) begin
                    so_next = din;
                    c_next  = 0;
                    n_next  = 0;
                    if (cpha) begin
                        state_next = cpha_delay;
                    end
                    else state_next = p0;
                end
            end
            cpha_delay: begin
                if (c_reg == dvsr) begin
                    state_next  = p0;
                    c_next      = 0;
                end  
                else c_next = c_reg + 1; 
            end
            p0: begin
                if (c_reg == dvsr) begin  
                    state_next = p1;
                    si_next = {si_reg[DATA_WITH-2:0], miso};
                    c_next = 0;
                end
                else c_next = c_reg + 1;
            end
            p1: begin
                if (c_reg == dvsr) begin
                    if (n_reg == DATA_WITH - 1) begin
                        spi_done_tick_i = 1;
                        state_next = idle;
                    end
                    else begin
                        so_next = {so_reg[DATA_WITH-2:0], 1'b0};
                        state_next = p0;
                        n_next = n_reg +1;
                        c_next = 0;
                    end
                end
                else c_next = c_reg + 1;
            end 
            default: state_next = idle;
        endcase
    end
    assign ready = ready_i;
    assign spi_done_tick = spi_done_tick_i;
    assign p_clk = (state_next == p1 && ~cpha) || (state_next == p0 && cpha);
    assign spi_clk_next = (cpol) ? ~p_clk : p_clk;
    assign dout = si_reg;
    assign mosi = so_reg[DATA_WITH-1];
    assign sclk = spi_clk_reg;
endmodule
`timescale 1ns / 1ps
module Spi_axi_lite_core#(
    parameter NSlave = 2,
    parameter ADDR_WIDTH = 32,
    parameter DATA_WIDTH = 32
)(
    input clk,
    input resetn,
    input [ADDR_WIDTH-1:0]          i_axi_awaddr,
    input                           i_axi_awvalid,
    output wire                     o_axi_awready,
    input [DATA_WIDTH-1:0]          i_axi_wdata,
    input [3:0]                     i_axi_wstrb,
    input                           i_axi_wvalid,
    output wire                     o_axi_wready,
    output wire                     o_axi_bvalid,
    input                           i_axi_bready,
    input [ADDR_WIDTH-1:0]          i_axi_araddr,
    input                           i_axi_arvalid,
    output wire                     o_axi_arready,
    output wire [DATA_WIDTH-1:0]    o_axi_rdata,
    output wire                     o_axi_rvalid,
    input                           i_axi_rready,
    output                          spi_clk,
    output                          spi_mosi,
    input                           spi_miso,
    output reg [NSlave-1:0]         spi_ss_n
    );
    wire [ADDR_WIDTH-1:0] o_addr_w;
    wire [DATA_WIDTH-1:0] o_data_w;
    wire [DATA_WIDTH-1:0] i_data_r;
    wire o_valid_w;
    wire wr_ss, wr_spi, wr_ctrl;
    wire [7:0] spi_out;
    wire spi_ready;
    reg cpol, cpha;
    reg [15:0] dvsr;
    always @(posedge clk, negedge resetn) begin
        if(~resetn) begin
            {cpha, cpol, dvsr} <= 17'h0_0200;
            spi_ss_n <= {NSlave{1'b1}};
        end
        else begin
            if (wr_ctrl) begin
                dvsr <= o_data_w[15:0];
                cpol <= o_data_w[16];
                cpha <= o_data_w[17];
            end    
            if (wr_ss)  spi_ss_n <=  o_data_w[NSlave-1:0];
        end
    end
    assign wr_ss    = (o_valid_w && (o_addr_w[31:0] == 32'b01)) ? 1 : 0;
    assign wr_spi   = (o_valid_w && (o_addr_w[31:0] == 32'b10)) ? 1 : 0;
    assign wr_ctrl  = (o_valid_w && (o_addr_w[31:0] == 32'b11)) ? 1 : 0;
    assign i_data_r = {23'b0, spi_ready, spi_out};
    Spi #(.DATA_WITH(8)) Spi_unit
    (
        .clk(clk),
        .resetn(resetn),
        .din(o_data_w[7:0]),
        .dvsr(dvsr),  
        .start(wr_spi),
        .cpol(cpol),
        .cpha(cpha),
        .dout(spi_out),
        .spi_done_tick(),
        .ready(spi_ready),
        .sclk(spi_clk),
        .miso(spi_miso),
        .mosi(spi_mosi)    
    );
    axi_lite_interface #(
        .ADDR_WIDTH(ADDR_WIDTH),
        .DATA_WIDTH(DATA_WIDTH)
    ) axi_adapter(
        .clk(clk),
        .resetn(resetn),
        .i_axi_awaddr(i_axi_awaddr),
        .i_axi_awvalid(i_axi_awvalid),
        .o_axi_awready(o_axi_awready),
        .i_axi_wdata(i_axi_wdata),
        .i_axi_wstrb(i_axi_wstrb),
        .i_axi_wvalid(i_axi_wvalid),
        .o_axi_wready(o_axi_wready),
        .o_axi_bvalid(o_axi_bvalid),
        .i_axi_bready(i_axi_bready),
        .i_axi_araddr(i_axi_araddr),
        .i_axi_arvalid(i_axi_arvalid),
        .o_axi_arready(o_axi_arready),
        .o_axi_rdata(o_axi_rdata),
        .o_axi_rvalid(o_axi_rvalid),
        .i_axi_rready(i_axi_rready),    
        .o_wen(),
        .o_addr_w(o_addr_w),
        .o_addr_r(),             
        .o_data_w(o_data_w),
        .i_data_r(i_data_r),
        .o_valid_w(o_valid_w),
        .o_valid_r()
    );
endmodule
`timescale 1ns / 1ps
module axi_lite_interface #(
    parameter ADDR_WIDTH = 32,
    parameter DATA_WIDTH = 32
)(  
    input clk,
    input resetn,
    input [ADDR_WIDTH-1:0] i_axi_awaddr,
    input i_axi_awvalid,
    output reg o_axi_awready,
    input [DATA_WIDTH-1:0] i_axi_wdata,
    input [3:0] i_axi_wstrb,
    input i_axi_wvalid,
    output reg o_axi_wready,
    output reg o_axi_bvalid,
    input i_axi_bready,
    input [ADDR_WIDTH-1:0] i_axi_araddr,
    input i_axi_arvalid,
    output reg o_axi_arready,
    output reg [DATA_WIDTH-1:0] o_axi_rdata,
    output reg o_axi_rvalid,
    input i_axi_rready,
    output reg [3:0] o_wen,
    output reg [ADDR_WIDTH-1:0] o_addr_w,
    output wire [ADDR_WIDTH-1:0] o_addr_r,             
    output reg [DATA_WIDTH-1:0] o_data_w,
    input wire [DATA_WIDTH-1:0] i_data_r,
    output reg o_valid_w,
    output reg o_valid_r
);
    localparam W_ADDRESS   = 2'b00;
    localparam W_WRITE     = 2'b01;
    localparam W_RESPONSE  = 2'b10;
    localparam R_ADDRESS   = 2'b00;
    localparam R_READ      = 2'b01;
    reg [1:0] W_state, R_state;  
    reg [1:0] W_state_next, R_state_next;  
    reg o_axi_awready_next, o_axi_wready_next, o_axi_bvalid_next;
    reg o_axi_arready_next, o_axi_rvalid_next;
    reg [DATA_WIDTH-1:0] o_axi_rdata_next;
    reg [3:0] o_wen_next;
    reg [ADDR_WIDTH-1:0] o_addr_w_next;
    reg [DATA_WIDTH-1:0] o_data_w_next;
    reg o_valid_w_next, o_valid_r_next;
    always @(posedge clk or negedge resetn) begin
        if (~resetn) begin
            W_state <= W_ADDRESS;
            R_state <= R_ADDRESS;
            o_axi_awready <= 0;
            o_axi_wready <= 0;
            o_axi_bvalid <= 0;
            o_axi_arready <= 0;
            o_axi_rvalid <= 0;
            o_axi_rdata <= 0;
            o_wen <= 4'b0000;
            o_addr_w <= 0;
            o_data_w <= 0;
            o_valid_w <= 0;
            o_valid_r <= 0;
        end
        else begin
            W_state <= W_state_next;
            R_state <= R_state_next;
            o_axi_awready <= o_axi_awready_next;
            o_axi_wready <= o_axi_wready_next;
            o_axi_bvalid <= o_axi_bvalid_next;
            o_axi_arready <= o_axi_arready_next;
            o_axi_rvalid <= o_axi_rvalid_next;
            o_axi_rdata <= o_axi_rdata_next;
            o_wen <= o_wen_next;
            o_addr_w <= o_addr_w_next;
            o_data_w <= o_data_w_next;
            o_valid_w <= o_valid_w_next;
            o_valid_r <= o_valid_r_next;
        end
    end
    always @(*) begin
        W_state_next = W_state;
        R_state_next = R_state;
        o_axi_awready_next = 0;
        o_axi_wready_next = 0;
        o_axi_bvalid_next = 0;
        o_axi_arready_next = 0;
        o_axi_rvalid_next = 0;
        o_axi_rdata_next = o_axi_rdata;
        o_wen_next = 4'b0000;
        o_addr_w_next = o_addr_w;
        o_data_w_next = o_data_w;
        o_valid_w_next = 0;
        o_valid_r_next = 0;
        case (W_state)
            W_ADDRESS: begin
                o_axi_bvalid_next = 0;
                o_valid_w_next = 0;
                if (i_axi_awvalid) begin
                    o_axi_awready_next = 1;
                    o_addr_w_next = i_axi_awaddr;
                    W_state_next = W_WRITE;
                end
            end
            W_WRITE: begin
                o_axi_awready_next = 0;
                if (i_axi_wvalid) begin
                    o_axi_wready_next = 1;
                    o_wen_next = i_axi_wstrb;
                    o_data_w_next = i_axi_wdata;
                    W_state_next = W_RESPONSE;
                end
            end
            W_RESPONSE: begin
                o_axi_wready_next = 0;
                o_wen_next = 4'b0000;
                if (i_axi_bready) begin
                    o_axi_bvalid_next = 1;
                    o_valid_w_next = 1;
                    W_state_next = W_ADDRESS;
                end
            end
            default: begin
                W_state_next = W_ADDRESS;
            end
        endcase
        case (R_state)
            R_ADDRESS: begin
                o_axi_rvalid_next = 0;
                o_valid_r_next = 0;
                if (i_axi_arvalid) begin
                    o_axi_arready_next = 1;
                    R_state_next = R_READ;
                end
            end
            R_READ: begin
                o_axi_arready_next = 0;
                if (i_axi_rready) begin
                    o_axi_rvalid_next = 1;
                    o_valid_r_next = 1;
                    o_axi_rdata_next = i_data_r;
                    R_state_next = R_ADDRESS;
                end
            end
            default: begin
                R_state_next = R_ADDRESS;
            end
        endcase
    end
    assign o_addr_r = i_axi_araddr;
endmodule
==> impl_metrics.prom <==
# HELP chip_impl_metric Yosys and OpenROAD flow results
# TYPE chip_impl_metric gauge
chip_impl_info{name="tritoncts",value="yes"} 1
chip_impl_metric{name="syn_inst",unit=""} 451
chip_impl_metric{name="row_count",unit=""} 42
chip_impl_info{name="ctsRootBufferMaster",value="sky130_fd_sc_hd__clkbuf_16"} 1
chip_impl_metric{name="warning_count",unit=""} 75
chip_impl_metric{name="clock_sinks",unit=""} 129
chip_impl_metric{name="crit_required",unit="ps"} 5250
chip_impl_info{name="regToRegEndpoint",value="Spi_unit.so_reg[5]$_DFFE_PN0P_"} 1
chip_impl_metric{name="via_count_of_the_first_global_routing_pass",unit=""} 3493
chip_impl_metric{name="report.power.total",unit="mW"} 3.13
chip_impl_metric{name="layout-drive-gt1-share",unit=""} 0.245
chip_impl_metric{name="seq_area_frac_synth",unit=""} 0.575
chip_impl_metric{name="detail_route.drc_violations",unit=""} 0
chip_impl_metric{name="route.detailed.vias_per_inst",unit=""} 4.93
chip_impl_info{name="startpoint_to_endpoint_class_of_the_critical_path",value="reg -> reg"} 1
chip_impl_metric{name="yosys_cells",unit=""} 451
chip_impl_metric{name="wl_per_cell",unit="um"} 14.1
chip_impl_metric{name="route.antenna.remaining_nets",unit=""} 0
chip_impl_metric{name="async_reset_ff_frac",unit=""} 1.00
chip_impl_metric{name="tightestPinTransition",unit="ps"} 781
chip_impl_metric{name="core_area",unit="mm^2"} 0.0135
chip_impl_metric{name="largest_reg_flops",unit=""} 32
chip_impl_metric{name="setup.reg_to_reg.worst_slack",unit="ps"} 1970
chip_impl_metric{name="syn-cell-area",unit="mm^2"} 0.00563
chip_impl_metric{name="cap_viol_max_count",unit=""} 0
chip_impl_info{name="timing.critical_path.from",value="Spi_unit.c_reg[15]$_DFFE_PN0P_"} 1
chip_impl_info{name="synthDominantAreaCellType",value="sky130_fd_sc_hd__dfrtp_1"} 1
chip_impl_metric{name="hold_viol",unit=""} 0
chip_impl_metric{name="detail_route.antenna_diodes",unit=""} 0
chip_impl_metric{name="quantity_of_gates_resized_following_cts",unit=""} 0
chip_impl_metric{name="leakage",unit="nW"} 3.22
chip_impl_metric{name="yosys_warnings",unit=""} 3
chip_impl_metric{name="horizontal_die_dimension",unit="um"} 121
chip_impl_metric{name="vdd_ir_drop_max",unit="V"} 0.000259
chip_impl_metric{name="area_delta_synth_final",unit="%"} 25.1
chip_impl_metric{name="grt.total_usage",unit=""} 0.157
chip_impl_info{name="largest_registers",value="axi_adapter.o_addr_w: 32 flops, axi_adapter.o_data_w: 18 flops"} 1
chip_impl_metric{name="boundaryPins",unit=""} 149
chip_impl_info{name="capture_point_of_the_worst_path",value="Spi_unit.so_reg[5]$_DFFE_PN0P_"} 1
chip_impl_info{name="regMostFlops",value="axi_adapter.o_addr_w"} 1
chip_impl_info{name="top_cells_by_area",value="sky130_fd_sc_hd__dfrtp_1 (55%), sky130_fd_sc_hd__mux2_2 (17%), sky130_fd_sc_hd__o21ai_0 (3.4%), sky130_fd_sc_hd__buf_4 (3.2%), sky130_fd_sc_hd__dfstp_2 (2.8%)"} 1
chip_impl_metric{name="instances_no_fill",unit=""} 722
chip_impl_metric{name="setup-tns-final",unit="ps"} 0
chip_impl_metric{name="max_freq",unit="MHz"} 330
chip_impl_metric{name="post-cts-setup-buffers",unit=""} 0
chip_impl_metric{name="latency_at_later_pin",unit="ps"} 410
chip_impl_metric{name="core_util_floorplan",unit=""} 0.417
chip_impl_metric{name="setup_viol",unit=""} 0
chip_impl_metric{name="final_max_slew_viol_count",unit=""} 0
chip_impl_metric{name="synthDominantCellAreaShare",unit=""} 0.547
chip_impl_info{name="crit_path_end_kind",value="flip-flop"} 1
chip_impl_info{name="critical_path.startpoint_type",value="flip-flop"} 1
chip_impl_info{name="worstHoldPathType",value="reg -> reg"} 1
chip_impl_metric{name="postSynthAreaPerCell",unit="um^2"} 12.5
chip_impl_metric{name="clk_pin_slew",unit="ps"} 60
chip_impl_metric{name="cp.arrival",unit="ps"} 3280
chip_impl_metric{name="dpl.hpwl",unit="um"} 7000
chip_impl_metric{name="post-route-period-util",unit=""} 0.607
chip_impl_metric{name="cts_max_path_buffers",unit=""} 2
chip_impl_metric{name="die_area",unit="mm^2"} 0.0146
chip_impl_metric{name="antenna_found_initial",unit=""} 0
chip_impl_info{name="worstReg2RegStart",value="Spi_unit.c_reg[15]$_DFFE_PN0P_"} 1
chip_impl_metric{name="path_max_fanout",unit=""} 22
chip_impl_metric{name="ys.flops",unit=""} 129
chip_impl_metric{name="synth-area-yosys",unit="mm^2"} 0.00563
chip_impl_metric{name="final.setup_skew",unit="ps"} 8.71
chip_impl_metric{name="slew-limit-headroom",unit=""} 0.478
chip_impl_metric{name="layout_min_cycle_time",unit="ps"} 3030
chip_impl_metric{name="grt_max_degree",unit=""} 56
chip_impl_metric{name="powerDensity",unit="mW/mm^2"} 444
chip_impl_metric{name="placement.io_buffers",unit=""} 75
chip_impl_metric{name="cts-buffers-inserted",unit=""} 17
chip_impl_metric{name="timing.reg2reg.worst_path_depth",unit=""} 7
chip_impl_metric{name="final_estimated_routing_congestion_in_global_placement",unit=""} 0.791
chip_impl_metric{name="routed-via-count",unit=""} 3561
chip_impl_metric{name="die_ht",unit="um"} 121
chip_impl_metric{name="ys_types",unit=""} 39
chip_impl_metric{name="cts.hold.buffers_added",unit=""} 0
chip_impl_metric{name="length_of_the_first_detailed_routing_pass_in_iterations",unit=""} 4
chip_impl_metric{name="postRouteWirelength",unit="um"} 10200
chip_impl_metric{name="grt_overflow_total",unit=""} 0
chip_impl_metric{name="ctsHtreeMaxLevel",unit=""} 4
chip_impl_metric{name="post_synth_edffs",unit=""} 0
chip_impl_metric{name="grt_pass1_wl",unit="um"} 17600
chip_impl_info{name="rsz_0062_raised_after_global_routing",value="no"} 1
chip_impl_metric{name="numPlacedInstances",unit=""} 690
chip_impl_info{name="status",value="finished clean"} 1
chip_impl_metric{name="drt_iter0_drc",unit=""} 200
chip_impl_info{name="dominantRegCellSynth",value="sky130_fd_sc_hd__dfrtp_1"} 1
## Yosys cell counts, drive strengths merged (5+ instances only)
cell / n
o31ai: 11
nor2: 13
xor2: 17
mux2: 84
o21ai: 41
nand4: 5
nand2: 27
nor4: 10
mux2i: 9
buf: 34
nand2b: 5
and3: 8
nand3: 7
dfstp: 6
dfrtp: 123
inv: 16
clkbuf: 7
## report_power, final
| part | switching [mW] | internal [mW] |
|---|---|---|
| Clock | 0.449 | 0.722 |
| Sequential | 0.164 | 1.34 |
| Combinational | 0.131 | 0.326 |
| Total | 0.744 | 2.38 |
## worst min path at each step
stage                 from                             end  slack [ps]  cells past startpoint
4_1_cts   cpol$_DFFE_PN0P_  Spi_unit.spi_clk_reg$_DFF_PN0_         470                      1
5_1_grt   cpol$_DFFE_PN0P_  Spi_unit.spi_clk_reg$_DFF_PN0_         510                      1
6_report  cpol$_DFFE_PN0P_  Spi_unit.spi_clk_reg$_DFF_PN0_         470                      1
## layer usage
| metal | GRT usage | wire length, um |
|---|---|---|
| met5 | 0 | 0 |
| met4 | 0.0216 | 171 |
| met3 | 0.0347 | 454 |
| met2 | 0.238 | 4770 |
| met1 | 0.250 | 4800 |
## area by class of cell
cell class | count | area, um^2
fillers | 1138 | 6460
flip-flops and latches | 129 | 3240
multi-input cells | 287 | 2150
repair buffers | 82 | 801
clock buffers | 20 | 467
well taps | 176 | 220
clock inverters | 12 | 108
inverters | 16 | 60.1
## placed cells by master, fill, tap and decap left out, types with 13 or more instances in the layout
cell / count
sky130_fd_sc_hd__clkdlybuf4s50_1: 74
sky130_fd_sc_hd__xor2_1: 17
sky130_fd_sc_hd__nor2_1: 13
sky130_fd_sc_hd__o21ai_0: 38
sky130_fd_sc_hd__dfrtp_1: 123
sky130_fd_sc_hd__nand2_1: 27
sky130_fd_sc_hd__inv_1: 16
sky130_fd_sc_hd__clkbuf_16: 17
sky130_fd_sc_hd__mux2_2: 84
sky130_fd_sc_hd__conb_1: 23
## through the flow
step	hold WS (ps)	util	worst slack, ps	instance area [um^2]
after detailed placement	461	0.479	2000	6470
after global routing	506	0.521	1670	7040
after global placement	457	0.479	2070	6470
after floorplan	424	-	2930	5710
after CTS	475	0.521	1980	7040
final	469	0.521	1970	7040
## logic make-up (layout without fill, tap and decap cells)
group	count (synthesis)	in the layout	share of synthesized area
DFF	129	129	0.575
buffers and inverters	57	130	0.0578
xor gates and xnor gates	17	17	0.0264
muxes	93	93	0.184
and+or+nand+nor	88	88	0.0811
AOI/OAI and AO/OA	63	63	0.0685
other	1	23	0.000666
adders and majority gates	3	3	0.00667
## worst max-delay path: stages (launching register included)
cell                      delay (ps)
sky130_fd_sc_hd__dfrtp_1         410
sky130_fd_sc_hd__xor2_1          170
sky130_fd_sc_hd__nor4_1          420
sky130_fd_sc_hd__nand4_1         550
sky130_fd_sc_hd__o21ai_1         290
sky130_fd_sc_hd__nand4_1         650
sky130_fd_sc_hd__nand2_1         260
sky130_fd_sc_hd__o21ai_0         120
Power is estimated from default activity; no workload was simulated.
